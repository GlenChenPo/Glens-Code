[flow/run.sh]
#!/bin/bash
# OpenROAD 26Q1-2900-gdf79404cd8, Yosys 0.63+post, stock flow scripts
make -C /OpenROAD-flow-scripts/flow DESIGN_CONFIG=/design/flow/config.mk WORK_HOME=/design/flow/orfs finish
[flow/config.mk]
export PLATFORM = sky130hd
export DESIGN_NAME = CC
export DESIGN_NICKNAME = CC
export VERILOG_FILES = /design/flow/design.v
export SDC_FILE = /design/flow/constraint.sdc
export NUM_CORES = 4
export LEC_CHECK = 1
export CORE_UTILIZATION = 40
[flow/constraint.sdc]
current_design CC

set clk_period 96.9
set clk_io_pct 0.2

create_clock -name clk0 -period $clk_period

set non_clock_inputs [all_inputs -no_clocks]
set_input_delay [expr $clk_period * $clk_io_pct] -clock clk0 $non_clock_inputs
set_output_delay [expr $clk_period * $clk_io_pct] -clock clk0 [all_outputs]
[flow/design.v]
module CC(in_n0,in_n1,in_n2,in_n3,in_n4,in_n5,opt,equ,out_n);
input signed[3:0]in_n0,in_n1,in_n2,in_n3,in_n4,in_n5;
input [2:0] opt;
input equ;
output [9:0] out_n;
reg signed[4:0] n0,n1,n2,n3,n4,n5;
reg signed[4:0] ab0,ab1,ab2,ab3,ab4,ab5;
reg signed[4:0] bc0,bc1,bc2,bc3,bc4,bc5;
reg signed[4:0] cd0,cd1,cd2,cd3;
reg signed[4:0] de0,de1;
reg signed[4:0] n10,n11,n12,n13,n14,n15;
reg signed[4:0] n20,n21,n22,n23,n24,n25;
reg signed[9:0] n30,n31,n32,n33,n34,n35;
reg signed[9:0] out;
reg signed[9:0] out_n;
always@(*)
begin
    if (opt[0]==0)
    begin
        n0={1'b0,in_n0[3:0]};
        n1={1'b0,in_n1[3:0]};
        n2={1'b0,in_n2[3:0]};
        n3={1'b0,in_n3[3:0]};
        n4={1'b0,in_n4[3:0]};
        n5={1'b0,in_n5[3:0]};
    end
    else
    begin
        if (in_n0[3]==0)
        begin
            n0={1'b0,in_n0[3:0]};
        end
        else
        begin
            n0={1'b1,in_n0[3:0]};
        end
        if (in_n1[3]==0)
        begin
            n1={1'b0,in_n1[3:0]};
        end
        else
        begin
            n1={1'b1,in_n1[3:0]};
        end
        if (in_n2[3]==0)
        begin
            n2={1'b0,in_n2[3:0]};
        end
        else
        begin
            n2={1'b1,in_n2[3:0]};
        end
        if (in_n3[3]==0)
        begin
            n3={1'b0,in_n3[3:0]};
        end
        else
        begin
            n3={1'b1,in_n3[3:0]};
        end
        if (in_n4[3]==0)
        begin
            n4={1'b0,in_n4[3:0]};
        end
        else
        begin
            n4={1'b1,in_n4[3:0]};
        end
        if (in_n5[3]==0)
        begin
            n5={1'b0,in_n5[3:0]};
        end
        else
        begin
            n5={1'b1,in_n5[3:0]};
        end
    end
    if (n0<=n1)
    begin
        ab0=n0;
        ab1=n1;
    end
    else
    begin
        ab0=n1;
        ab1=n0;
    end
    if (n2<=n3)
    begin
        ab2=n2;
        ab3=n3;
    end
    else
    begin
        ab2=n3;
        ab3=n2;
    end
    if (n4<=n5)
    begin
        ab4=n4;
        ab5=n5;
    end
    else
    begin
        ab4=n5;
        ab5=n4;
    end
    if (ab0<=ab2)
    begin
        bc0=ab0;
        bc1=ab2;
    end
    else
    begin
        bc0=ab2;
        bc1=ab0;
    end
    if (ab1<=ab4)
    begin
        bc2=ab1;
        bc3=ab4;
    end
    else
    begin
        bc2=ab4;
        bc3=ab1;
    end
    if (ab3<=ab5)
    begin
        bc4=ab3;
        bc5=ab5;
    end
    else
    begin
        bc4=ab5;
        bc5=ab3;
    end
    if (bc0<=bc2)
    begin
        n10=bc0;
        cd0=bc2;
    end
    else
    begin
        n10=bc2;  
        cd0=bc0;
    end
    if (bc1<=bc4)
    begin
        cd1=bc1;
        cd2=bc4;
    end
    else
    begin
        cd1=bc4;
        cd2=bc1;
    end
    if (bc3<=bc5)  
    begin
        cd3=bc3;
        n15=bc5;
    end
    else
    begin
        cd3=bc5;
        n15=bc3;
    end
    if (cd0<=cd1)  
    begin
        n11=cd0;
        de0=cd1;
    end
    else
    begin
        n11=cd1;
        de0=cd0;
    end
    if (cd2<=cd3)  
    begin
        de1=cd2;
        n14=cd3;
    end
    else
    begin
        de1=cd3;
        n14=cd2;
    end
    if (de0<=de1)  
    begin
        n12=de0;
        n13=de1;
    end
    else
    begin
        n12=de1;
        n13=de0;
    end
end
always @(*)
begin
    if (opt[1]==1)  
    begin
        n20=n15;
        n21=n14;
        n22=n13;
        n23=n12;
        n24=n11;
        n25=n10;
    end
    else
    begin 
        n20=n10;
        n21=n11;
        n22=n12;
        n23=n13;
        n24=n14;
        n25=n15;
    end
    if(opt[2]==1)
    begin
        n30=n20;
        n31=(n30*2+n21)/3;
        n32=(n31*2+n22)/3;
        n33=(n32*2+n23)/3;
        n34=(n33*2+n24)/3;
        n35=(n34*2+n25)/3;
    end
    else
    begin 
        n30=0;
        n31=n21-n20;
        n32=n22-n20;
        n33=n23-n20;
        n34=n24-n20;
        n35=n25-n20;
    end
end
always @(*)
begin
    if (equ==0) 
    begin
        out_n=((n33+n34*4)*n35)/3;
    end
    else        
    begin
        out=n35*(n31-n30);
        if (out[9]==0) 
        begin
            out_n=out;
        end
        else  
        begin
            out_n=~out+1;
        end
    end
end
endmodule
==> flow_summary.json <==
{
  "status": "finished, final reports clean",
  "synth.avg_cell_area_um2": 7.00,
  "grt_overflow": 0,
  "antenna_found_initial": 2,
  "grt_pass1_vias": 21100,
  "core_area_um2": 56800,
  "period_needed_ps": 91940,
  "worst_setup_path_start_kind": "input pin",
  "synthCells": 3308,
  "drive_gt1_share_pct": 7.31,
  "seq_area_um2": 0,
  "rows": 87,
  "drv_slew": 0,
  "route.met2.wl_mm": 26.6,
  "path_class": "input pin to output pin",
  "port_buffers": 38,
  "place_area_um2": 24500,
  "initCoreUtil_pct": 40.7,
  "max-slew-margin-rel_pct": 38.8,
  "drc": 0,
  "die-area_um2": 58800,
  "tool_warnings": 33,
  "ios": 38,
  "endpoint_kind": "output pin",
  "antenna_cells": 0,
  "via_per_inst": 5.70,
  "finalClockPeriodUsage_pct": 94.9,
  "die_w_um": 243,
  "cpPeakStageDelay_ps": 610,
  "maxCapViolations": 0,
  "crit_required_ps": 77520,
  "ys_seq_share_pct": 0,
  "ys_warn_count": 1,
  "finish.utilization_pct": 43.6,
  "wirelength_mm": 63.6,
  "routed-wl-met3_mm": 4.32,
  "grt_max_degree": 66,
  "nClkBuffers": 0,
  "netlist_area_um2": 23100,
  "gp_congestion": 0.968,
  "final_cell_area_um2": 24800,
  "setup_viol": 0,
  "worst_ep_arrival_time_ps": 72560,
  "die_y_um": 243,
  "grt_use_total_pct": 21.9,
  "min_path_type": "input pin to output pin",
  "ys_cells": 3308,
  "wl_met1_mm": 31.5,
  "worst_pin_slew_ps": 915,
  "ant_nets": 0,
  "grt_pass1_wl_mm": 107,
  "design.seq.count": 0,
  "cts_hold_buf": 0,
  "crit_path_frequent_cell": "a21oi_1",
  "num_vias": 23200,
  "firstDrtPassIters": 6,
  "yosys-stat-area_um2": 23100,
  "slowest_stage": "clkdlybuf4s50_1",
  "fmax_mhz": 10.9,
  "drtIter0Drc": 1584,
  "hold_viol": 0,
  "crit_path_max_fanout": 31,
  "ys_types": 124,
  "topRoutingLayerUsed": "met5",
  "dpl.hpwl_mm": 52.2,
  "wl_per_cell_um": 15.6,
  "area_growth_syn_to_layout_pct": 7.12
}
==> Yosys cell counts (39+ instances only) <==
library cell / n / area (um^2)
clkbuf_1: 80 / 300
o21ai_0: 162 / 811
ha_1: 228 / 2850
nor2_1: 394 / 1480
inv_1: 317 / 1190
xnor2_1: 218 / 1910
o21bai_1: 47 / 353
nand2_1: 344 / 1290
nand3_1: 62 / 310
a21oi_1: 247 / 1240
mux2i_1: 83 / 831
fa_1: 149 / 2980
nor3_1: 81 / 405
xor2_1: 89 / 780
a21o_1: 47 / 353
a31oi_1: 52 / 325
nand2b_1: 39 / 244
==> worst paths after layout <==
kind | start | endpoint | slack [ps] | cells past startpoint
worst min-delay path | equ | out_n[7] | 40070 | 4
worst max-delay path | in_n1[3] | out_n[6] | 4960 | 245
==> layout by cell type, fill, tap and decap left out, types with 37 or more instances in the layout <==
master	instances
a21oi_1	244
nor2_1	391
o21bai_1	47
xnor2_1	214
nand3_1	61
a31oi_1	50
inv_1	317
buf_4	73
clkdlybuf4s50_1	37
xor2_1	83
nand2_1	343
o21ai_0	161
mux2i_1	79
ha_1	228
fa_1	149
nand2b_1	39
nor3_1	79
a21o_1	46
==> worst max-delay path, delay by kind of cell <==
kind / cells / cell delay [ps]
XOR/XNOR: 12 / 2900
buffers and inverters: 19 / 3680
multiplexers: 12 / 3110
AND-OR/OR-AND: 115 / 23170
AND/OR/NAND/NOR: 60 / 10560
adder cells (fa/ha/maj): 27 / 9670
==> timing repair <==
| action | in CTS | in global routing |
|---|---|---|
| resized | 0 | 41 |
| endpoints found under the setup margin | 0 | 10 |
| buffers inserted | 0 | 10 |
==> metrics by stage <==
step	instances	setup TNS, ps	worst slack, ps	hold slack [ps]
floorplan	3308	0	9490	39050
detailed placement	4057	0	2020	40070
global route	4068	-82.3	-82.3	40160
global placement	4057	0	2730	40080
finish	4068	0	4960	40070
CTS	4057	0	1900	40080
==> layout make-up <==
cell class	count	area (um^2)
fillers	5780	32000
inverters	319	1200
multi-input cells	2882	21700
well taps	756	946
repair buffers	111	923
==> kinds of logic (layout without fill, tap and decap cells) <==
| logic type | count (synthesis) | in the layout | share of synthesized area (%) |
|---|---|---|---|
| xor+xnor | 307 | 307 | 11.6 |
| compound gates | 935 | 936 | 28.0 |
| mux | 113 | 113 | 5.11 |
| fa+ha+maj | 385 | 385 | 25.6 |
| simple gates | 1141 | 1141 | 22.6 |
| buf+inv | 427 | 430 | 7.16 |
==> routing by layer <==
metal	global-route usage (%)	vias up
met2	32.2	666
met4	3.82	6
met5	0	-
met3	3.31	79
met1	34.5	10700
li1	-	11800
